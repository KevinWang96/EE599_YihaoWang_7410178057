--- flow/run.sh ---
#!/bin/bash
# OpenROAD 26Q1-2900-gdf79404cd8, Yosys 0.63+post, stock flow scripts
make -C /OpenROAD-flow-scripts/flow DESIGN_CONFIG=/design/flow/config.mk WORK_HOME=/design/flow/orfs finish
--- flow/config.mk ---
export PLATFORM = sky130hd
export DESIGN_NAME = barrel_shifter
export DESIGN_NICKNAME = barrel_shifter
export VERILOG_FILES = /design/flow/design.v
export SDC_FILE = /design/flow/constraint.sdc
export NUM_CORES = 4
export LEC_CHECK = 1
export CORE_UTILIZATION = 50
--- flow/constraint.sdc ---
current_design barrel_shifter

set clk_period 13.8
set clk_io_pct 0.2

create_clock -name clk0 -period $clk_period [get_ports {clk}]

set non_clock_inputs [all_inputs -no_clocks]
set_input_delay [expr $clk_period * $clk_io_pct] -clock clk0 $non_clock_inputs
set_output_delay [expr $clk_period * $clk_io_pct] -clock clk0 [all_outputs]
--- flow/design.v ---
 module barrel_shifter #(
     parameter N = 16,  
     parameter K = 4,  
     parameter WIDTH = 8  
 )
 (
     input clk, 
     input [N * WIDTH - 1:0] in,
     input [K - 1:0] sel,  
     output [N * WIDTH - 1:0] out
 );
    wire [N * WIDTH - 1:0] stage_wire [K:0];
    wire [K - 1:0] sel_wire [K:0]; 
    assign stage_wire[0] = in;
    assign sel_wire[0] = sel;
    genvar i;
    generate
    begin
        for(i = 0; i < K; i = i + 1)
        begin : for_loop
            barrel_shifter_1stage #(
                .N(N),
                .WIDTH(WIDTH),
                .SHIFT_VALUE(2 ** i),
                .K(K),
                .STAGE_NUM(i)
            )
            shifter
            (
                .clk(clk),
                .in(stage_wire[i]),
                .sel(sel_wire[i]),
                .out(stage_wire[i+1]),
                .sel_out(sel_wire[i+1])
            );
        end
    end
    endgenerate
    assign out = stage_wire[K];
 endmodule
 module barrel_shifter_1stage #(
    parameter N = 16,  
    parameter WIDTH = 8,  
    parameter SHIFT_VALUE = 1,  
    parameter K = 4,  
    parameter STAGE_NUM = 0  
 )
 (  
    input clk, 
    input [N * WIDTH - 1:0] in,
    input [K - 1:0] sel,  
    output [N * WIDTH - 1:0] out,
    output [K - 1:0] sel_out
 );
    reg [N * WIDTH - 1:0] stage_reg;  
    reg [K - 1:0] sel_reg;  
    always @(posedge clk)
    begin
        sel_reg <= sel;
    end
    genvar count;
    generate
    begin
        for(count = 0; count < N; count = count + 1)
        begin : for_loop
            always @(posedge clk)
            begin
                if(sel[STAGE_NUM])  
                    stage_reg[((((count + SHIFT_VALUE) % N) + 1) * WIDTH - 1)-:WIDTH] <= in[((count + 1) * WIDTH - 1)-:WIDTH];
                else  
                    stage_reg[((count + 1) * WIDTH - 1)-:WIDTH] <= in[((count + 1) * WIDTH - 1)-:WIDTH];
            end
        end
    end
    endgenerate
    assign out = stage_reg;
    assign sel_out = sel_reg;
 endmodule
==> flow_metrics.py <==
# Flow results
metrics = {
    "synthesis": {
        "yosys_area_um2": 30900,
        "yosysCellCount": 1034,
        "synth_top_area_share": 0.996,
        "yosysTopAreaCell": "edfxtp_1",
        "edf_count": 1024,
        "synth_flop_count": 1030,
        "top_cells_by_count": "edfxtp_1, dfxtp_1, inv_1",
        "async_flop_share": 0,
        "ys_types": 3,
        "yosysMostFrequentCell": "edfxtp_1",
        "yosysWarnings": 5,
        "flop_cell": "edfxtp_1",
        "top_cells_by_area": "edfxtp_1, dfxtp_1, inv_1",
        "ys_seq_frac": 1.00,
    },
    "outcome": {
        "lastStage": "synthesis",
        "stop_error": "ERROR: Found 512 problems in 'check -assert'.",
        "status": "did not finish",
    },
}
## cells by family after synthesis
group	after synthesis	synth area share
DFF	1030	1.00
buffers and inverters	4	0.000486

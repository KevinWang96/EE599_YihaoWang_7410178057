File: constraint.sdc
current_design MulandAddTree

set clk_period 8.3
set clk_io_pct 0.2

create_clock -name clk0 -period $clk_period [get_ports {clk}]

set non_clock_inputs [all_inputs -no_clocks]
set_input_delay [expr $clk_period * $clk_io_pct] -clock clk0 $non_clock_inputs
set_output_delay [expr $clk_period * $clk_io_pct] -clock clk0 [all_outputs]
File: config.mk
export PLATFORM = sky130hd
export DESIGN_NAME = MulandAddTree
export DESIGN_NICKNAME = MulandAddTree
export VERILOG_FILES = /design/flow/design.v
export SDC_FILE = /design/flow/constraint.sdc
export NUM_CORES = 4
export LEC_CHECK = 1
export CORE_UTILIZATION = 40
File: design.v
module Adder #(
    parameter k = 16  
)
(
    input clk, reset,  
    input [k - 1:0] A, B,  
    output [k - 1:0] sum,  
    output carry  
);
    reg [k:0] out_reg;
    always @(posedge clk, posedge reset)
    begin
        if(reset) out_reg <= 0;
        else out_reg <= A + B;
    end
    assign {carry, sum} = out_reg;
endmodule
module Adder_array #(
    parameter k = 4,  
    parameter WIDTH = 16  
)
(
    input [2 * k * WIDTH - 1:0] in,  
    input clk, reset,  
    output [k * WIDTH - 1:0] sum  
);
    genvar i;
    generate 
    begin
        for(i = 1; i <= k; i = i + 1)
        begin : for_loop
            Adder
            #(
                .k(WIDTH)
            )
            adder
            (
                .clk(clk),
                .reset(reset),
                .A(in[(2 * i * WIDTH - 1)-:WIDTH]),
                .B(in[((2 * i - 1) * WIDTH - 1)-:WIDTH]),
                .sum(sum[(i * WIDTH - 1)-:WIDTH])
            );
        end
    end
    endgenerate
endmodule
module MulandAddTree #(
    parameter n = 4,  
    parameter WIDTH = 8  
)
(
    input clk, reset,  
    input [n * WIDTH - 1:0] A, B,
    output [2 * WIDTH - 1:0] out
);
    wire [2 * n * WIDTH - 1:0] stage [n - 1:0];  
    Multiply_array  
    #(
        .k(n),
        .WIDTH(WIDTH)
    )
    mult_stage
    (
        .A(A),
        .B(B),
        .clk(clk),
        .reset(reset),
        .product(stage[0])
    );
    genvar i;
    generate 
    begin
        for(i = 0; (n / (2 ** (i + 1))) >= 1; i = i + 1)
        begin : for_loop
            Adder_array
            #(
                .k(n / (2 ** (i + 1))),
                .WIDTH(2 * WIDTH)
            )
            add_stage
            (
                .clk(clk),
                .reset(reset),
                .in(stage[i][(n / (2 ** i)) * 2 * WIDTH - 1:0]),
                .sum(stage[i + 1][(n / (2 ** (i + 1))) * 2 * WIDTH - 1:0])
            );
            if((n / (2 ** (i + 1))) == 1)
                assign out = stage[i + 1];
        end
    end
    endgenerate
endmodule
module Multiply #(
    parameter k = 8  
)
(
    input [k - 1:0] A, B,
    input clk, reset,  
    output [2 * k - 1:0] product
);
    reg [2 * k - 1:0] out_reg;
    always @(posedge clk, posedge reset)
    begin
        if(reset) 
            out_reg <= 0;
        else
            out_reg <= A * B;
    end
    assign product = out_reg;
endmodule
module Multiply_array #(
    parameter k = 8,  
    parameter WIDTH = 8  
)
(
    input [k * WIDTH - 1:0] A, B,
    input clk, reset,  
    output [k * 2 * WIDTH - 1:0] product
);
    genvar i;
    generate 
    begin
        for(i = 1; i <= k; i = i + 1)
        begin : for_loop
            Multiply
            #(
                .k(WIDTH)
            )
            mult
            (
                .clk(clk), 
                .reset(reset),
                .A(A[(i * WIDTH - 1)-:WIDTH]),
                .B(B[(i * WIDTH - 1)-:WIDTH]),
                .product(product[(i * 2 * WIDTH - 1)-:2 * WIDTH])
            );
        end
    end
    endgenerate
endmodule
File: run.sh
#!/bin/bash
# OpenROAD 26Q1-2900-gdf79404cd8, Yosys 0.63+post, stock flow scripts
make -C /OpenROAD-flow-scripts/flow DESIGN_CONFIG=/design/flow/config.mk WORK_HOME=/design/flow/orfs finish
==> out/qor.csv <==
stage,metric,value,unit
synthesis,number of distinct library cell variants in the gate-level netlist after synthesis,55,
final_timing,TNS Setup,0,ns
place,detailed-placement wirelength estimate,21100,um
cts,clk ins delay skew pair,0.34,ns
synthesis,count of library flops with an enable pin,0,
detailed_routing,Pre-Repair DR Iteration Count,6,
worst_setup_path,required time at the worst-slack endpoint,8.58,ns
place,RePlAce Congestion,0.878,
detailed_routing,mean routed wirelength per cell,12.9,um
die,DIE WIDTH,185,um
synthesis,Yosys chip area,13500,um^2
final_timing,final number of setup-violating endpoints,0,
detailed_routing,number of antenna cells inserted,0,
pwr,Power per Cell Area,297,nW/um^2
global_routing,number of antenna violations at the first check in global routing,0,
final_timing,final worst-path cycle share,70.3,%
final_layout,layout cells sized above 1,2.07,%
hold_path,worst min path class,flip-flop to flip-flop,
global_routing,total track usage,16.6,%
pwr,leakage power,7.49,nW
run,count of warning messages emitted by the tools,25,
synthesis,instance count of the mapped netlist,1407,
final_timing,final-report hold violation count,0,
final_timing,worst hold-check slack,0.478,ns
die,floorplan utilization,41.1,%
pwr,Comb pwr share,68.7,%
cts,Resized Gates After CTS,0,
final_layout,Commonest Layout Cell,inv_1,
die,I/O pin cnt,82,
worst_setup_path,Crit path arrival time,6.12,ns
final_timing,worst slew margin relative to its limit,43.5,%
cts,number of buffers added by the clock tree synthesis step,9,
cts,Max clock buf depth,2,
synthesis,Synth Register Bits,112,
cts,count of H-tree levels built during CTS,3,
final_timing,Slew @ Worst Pin,0.826,ns
synthesis,post-synthesis cell count from yosys,1407,
worst_setup_path,category of the worst setup path launch point,input pin,
pwr,part of the total power dissipated in the clock network,10.4,%
die,row count,66,
pwr,Power Internal,2.54,mW
worst_setup_path,largest driver fanout on the critical path,8,
cts,total of hold buffers inserted after clock tree synthesis,0,
final_timing,maximum clock frequency,171,MHz
cts,CTS Root Cell,clkbuf_16,
synthesis,proportion of register bits with asynchronous set or reset after synthesis,100,%
final_layout,"leading cell types in the layout, fill and taps excluded","inv_1 (231), and2_1 (213), ha_1 (189)",
final_layout,Final Util,46.2,%
status,result of the run,completed,
cts,number of clock sinks,112,
worst_setup_path,type of the worst setup path,input pin to flip-flop,
final_timing,fin. max-slew vios,0,
pwr,power spent charging and discharging nets,1.96,mW
pwr,worst vdd ir,0.165,mV
global_routing,maximum number of pins on one net before global-route repair,40,
final_timing,Worst Skew,0.00785,ns
synthesis,total of warnings raised by yosys,3,
cts,Setup Buffers After CTS,0,
final_layout,area growth from synthesis to layout,12.5,%
synthesis,prevailing post-synth register cell,dfrtp_1,
global_routing,overflow left after global routing,0,
worst_setup_path,element type at the critical path end,flip-flop,
place,Port Buf Inserts,81,
detailed_routing,post-detailed-route DRC marker count,0,
global_routing,number of global-route vias before repair,9323,
die,die area,34400,um^2
run,count of max-cap constraint violations,0,
synthesis,total standard cell area after synthesis,13500,um^2
detailed_routing,mean number of vias per cell,4.93,
detailed_routing,number of DRC markers in iteration 0,340,
detailed_routing,antenna-violating nets left,0,
die,core region area,32800,um^2
pwr,power share of the sequential group,20.9,%
pwr,fraction of power spent switching nets,43.5,%
detailed_routing,"wirelength, routed",25000,um
final_layout,number of flip-flops in the largest register,64,
cts,clock input transition at the sequential cells of the worst setup and hold paths,0.07,ns
synthesis,mean cell area of the mapped netlist,9.57,um^2
final_layout,Filler Cells Inserted,3118,
die,overall die height,185,um
final_timing,RSZ-0062 raised after global routing,false,
synthesis,part of the Yosys area used for sequential elements,20.8,%
detailed_routing,total number of vias,9555,
final_timing,Period minus WS final,5.84,ns
cts,CTS tree,built,
global_routing,global-route wire length before repair,44400,um
[Yosys cell counts, types with 15 or more instances]
| master | n | area [um^2] |
|---|---|---|
| inv_1 | 232 | 871 |
| and2_1 | 213 | 1330 |
| ha_1 | 189 | 2360 |
| fa_1 | 147 | 2940 |
| dfrtp_1 | 112 | 2800 |
| nand2_1 | 79 | 297 |
| xnor2_1 | 52 | 455 |
| nor2_1 | 51 | 191 |
| a21oi_1 | 49 | 245 |
| o21ai_0 | 46 | 230 |
| a21o_1 | 30 | 225 |
| xor2_1 | 21 | 184 |
| nor3_1 | 17 | 85.1 |
| a211oi_1 | 15 | 113 |
| nor2b_1 | 15 | 93.8 |
[per-stage QoR]
stage | instances | instance area, um^2 | setup WS (ns) | power, mW
after floorplan | 1407 | 13500 | 2.94 | 3.32
after detailed placement | 1924 | 14800 | 2.11 | 4.03
after global routing | 1940 | 15100 | 2.19 | 5.01
after global placement | 1924 | 14800 | 2.16 | 4.03
after CTS | 1940 | 15100 | 2.47 | 4.54
final | 1940 | 15100 | 2.46 | 4.49
[power by group through the flow]
stage	combinational [mW]	clock, mW	sequential [mW]
6_report	3.09	0.468	0.938
5_1_grt	3.55	0.502	0.960
4_1_cts	3.11	0.483	0.943
[cell type report]
cell class,count,area (um^2),area share [%]
tap,442,553,3.65
inverter,232,873,5.77
clock inverter,6,91.3,0.603
timing repair buffer,83,826,5.45
multi-input combinational,1055,9760,64.4
clock buffer,10,239,1.58
sequential,112,2800,18.5
[cells by family after synthesis]
group,after synthesis,synth area share (%)
and+or+nand+nor,432,17.6
xor gates and xnor gates,73,4.75
AOI/OAI and AO/OA,211,10.5
buffers and inverters,240,6.69
DFF,112,20.8
muxes,3,0.232
adders and majority gates,336,39.4
[worst paths after layout]
| path | start | endpoint | slack, ns | cells past startpoint |
|---|---|---|---|---|
| max in group asynchronous | reset | asynchronous set/reset pin | 5.25 | 4 |
| max | A[5] | mult_stage.genblk0.for_loop[1].mult.out_reg[13] | 2.46 | 15 |
| min reg2reg | mult_stage.genblk0.for_loop[1].mult.out_reg[0] | flip-flop | 0.48 | 1 |
| min in group asynchronous | reset | mult_stage.genblk0.for_loop[2].mult.out_reg[12] | 1.68 | 2 |
| min | mult_stage.genblk0.for_loop[1].mult.out_reg[0] | flip-flop | 0.48 | 1 |
| max reg2reg | flip-flop | flip-flop | 5.61 | 9 |
[layer usage]
| layer | vias to the layer above | part of all wire (%) | GRT usage [%] |
|---|---|---|---|
| li1 | 4783 | - | - |
| met1 | 4634 | 51 | 27.7 |
| met2 | 128 | 44 | 24.5 |
| met3 | 10 | 4.4 | 2.81 |
| met4 | 0 | 0.55 | 0.727 |
| met5 | - | 0 | 0 |
[critical path, cell delays in order]
cell,delay [ns]
clkdlybuf4s50_1,0.61
nand2_1,0.12
fa_1,0.51
fa_1,0.55
inv_1,0.05
fa_1,0.47
inv_1,0.05
fa_1,0.47
inv_1,0.04
ha_1,0.31
o21a_1,0.22
a21boi_0,0.17
o41a_1,0.39
or4_1,0.40
nand3_1,0.09
Power figures rest on the tool's default switching activity, not on a simulated workload.
